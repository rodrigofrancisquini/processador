`flow/config.mk`:
```
export PLATFORM = sky130hd
export DESIGN_NAME = bios
export DESIGN_NICKNAME = bios
export VERILOG_FILES = /design/flow/design.v
export SDC_FILE = /design/flow/constraint.sdc
export NUM_CORES = 4
export LEC_CHECK = 1
export CORE_AREA = 10 10 70 70
export DIE_AREA = 0 0 80 80
```
`flow/design.v`:
```
module bios
#( 
  parameter data_size = 32,
  parameter memory_size = 11
)
(
	end_l,
	end_c,
	clock_in,
	instruction_out,
	end_save,
	maxprocesso
);
input wire clock_in;
input wire [memory_size-1:0] end_l;
input wire [memory_size-1:0] end_c;
input wire [memory_size-1:0] end_save;
output [data_size-1:0] instruction_out;
input wire [5:0] maxprocesso;
reg [data_size-1:0] memoria_instrucoes [1:0][100:0];
always @(negedge clock_in)
begin
memoria_instrucoes[0][0] = 32'b11111000000000000000000000000000;  
memoria_instrucoes[0][1] = 32'b01100000010000000000000000001100;  
memoria_instrucoes[0][2] = 32'b10001000010000000000000000000000;  
memoria_instrucoes[0][3] = 32'b01100000010000000000000000100010;  
memoria_instrucoes[0][4] = 32'b10001000010000000000000000000001;  
memoria_instrucoes[0][5] = 32'b01100000010000000001011000101110;  
memoria_instrucoes[0][6] = 32'b10001000010000000000000000000010;  
memoria_instrucoes[0][7] = 32'b01100110000000000000000000000000;  
memoria_instrucoes[0][8] = 32'b01100101000000000000000000001000;  
memoria_instrucoes[0][9] = 32'b01100000100000000000000000000000;  
memoria_instrucoes[0][10] = 32'b01100011110000000000000000101100;  
memoria_instrucoes[0][11] = 32'b01010000010001001111000000000000;   
memoria_instrucoes[0][12] = 32'b10001011110000000000000000000010;   
memoria_instrucoes[0][13] = 32'b10010000010000000000000000010100;  
memoria_instrucoes[0][14] = 32'b10100000111010000010000000000000;  
memoria_instrucoes[0][15] = 32'b10001000100000000000000000000000;   
memoria_instrucoes[0][16] = 32'b10110000111100000010000000000000;  
memoria_instrucoes[0][17] = 32'b00001000100001000000000000000001;  
memoria_instrucoes[0][18] = 32'b01100001000000000000000000001011;  
memoria_instrucoes[0][19] = 32'b01110001000000000000000000000000;  
memoria_instrucoes[0][20] = 32'b10001011110000000000000000000001;  
memoria_instrucoes[0][21] = 32'b10001011110000000000000000000001;  
end
assign instruction_out = memoria_instrucoes[0][end_c];
endmodule
```
`flow/run.sh`:
```
#!/bin/bash
# OpenROAD 26Q1-2900-gdf79404cd8, Yosys 0.63+post, stock flow scripts
make -C /OpenROAD-flow-scripts/flow DESIGN_CONFIG=/design/flow/config.mk WORK_HOME=/design/flow/orfs finish
```
`flow/constraint.sdc`:
```
current_design bios

set clk_period 4.3
set clk_io_pct 0.2

create_clock -name clk0 -period $clk_period [get_ports {clock_in}]

set non_clock_inputs [all_inputs -no_clocks]
set_input_delay [expr $clk_period * $clk_io_pct] -clock clk0 $non_clock_inputs
set_output_delay [expr $clk_period * $clk_io_pct] -clock clk0 [all_outputs]
```
==> results.py <==
# Metrics from the implementation run
metrics = {
    "drt": {
        "drt-initial-drc-count": 82,
        "antenna_left": 0,
        "drc": 0,
        "totalWireLength_mm": 3.027,
        "dr.pass1.iters": 4,
        "diodes": 0,
        "routedWlPerCell_microns": 13.51,
        "vias": 1121,
        "vias_per_cell": 5.004,
    },
    "worst_setup_path": {
        "cp_num_cells": 11,
        "cp_slowest_stage_delay_ns": 0.48,
        "start_kind": "primary input",
        "crit_type": "in -> out",
        "required_ns": 3.44,
        "slowest_stage": "clkdlybuf4s50_1",
        "worst-path-buf-inv": 4,
        "crit_chain": "clkdlybuf4s50_1, clkinv_1, ha_2, xnor2_1, a32o_1, nand2_1, buf_4, nor2_1, nand2_1, a21oi_1, clkdlybuf4s50_1",
        "crit_path_end_kind": "output pin",
        "cp_max_fo": 4,
        "crit_family": "buffers and inverters",
        "arrival_ns": 3.27,
    },
    "cells_and_area": {
        "stdcell_count": 224,
        "flops": 0,
        "nClkBuffers": 0,
        "final_area_sq_um": 1319,
        "fill_cells": 389,
        "drive_gt1_share_pct": 17.42,
        "seqCellArea_sq_um": 0,
        "final-comb-area_sq_um": 750.7,
        "area_growth_pct": 55.46,
    },
    "power_and_ir_drop": {
        "ir_drop_v": 0.00004299,
        "p_leak_nw": 0.4675,
        "p_per_area_nw_per_um2": 88.46,
    },
    "status": {
        "status": "finished, final reports clean",
    },
    "global_route": {
        "grt_pass1_wl_mm": 5.126,
        "grt_usage_pct": 9.293,
        "antenna_found_initial": 0,
        "grt.overflow.total": 0,
        "grt_pass1_vias": 1065,
        "grt_max_degree": 21,
    },
    "logic_synthesis": {
        "synth_cell_types": 44,
        "top_cells_by_count": "nor2_1, nand2_1, a21oi_1",
        "synth.most_common_cell": "nor2_1",
        "avgSynthCellArea_sq_um": 6.016,
        "yosysTopAreaCell": "nor2_1",
        "yosysSeqAreaShare_pct": 0,
        "yosys_area_sq_um": 848.3,
        "ys_cells": 141,
        "ys_warn_count": 5762,
        "syn_area_sq_um": 848.3,
        "postSynthCellCount": 141,
        "top_area_share_pct": 9.735,
        "area_leaders": "nor2_1, buf_4, nand2_1",
    },
    "die": {
        "io_pins": 72,
        "row_count": 21,
        "die.size.y_microns": 80,
        "dieWidth_microns": 80,
        "core_util_floorplan_pct": 24.84,
        "core_sq_um": 3416,
        "chip_area_sq_um": 6400,
    },
    "placement": {
        "pre_cts_slack_ns": 0.08389,
        "dpl.hpwl_mm": 2.418,
        "port_buffers": 34,
        "place_inst": 224,
        "place.gp.congestion": 0.9391,
        "dpl_cell_area_sq_um": 1289,
    },
    "run": {
        "cap_violations": 0,
        "tool_warnings": 59,
    },
    "final_timing": {
        "fin_ws_ns": 0.1676,
        "finalCritPeriodShare_pct": 96.10,
        "finalHoldViolations": 0,
        "period_needed_ns": 4.132,
        "slew_violations": 0,
        "timing.hold.ws_ns": 2.850,
        "fmax_mhz": 242.0,
        "setup_viol": 0,
    },
    "min_path": {
        "worstHoldPathType": "in -> out",
        "min_path_cells": 5,
    },
    "clock_network": {
        "hold_buffers": 0,
    },
}
-- placed cells by master, fill, tap and decap left out, drive strengths merged, types with 2 or more instances in the layout --
cell type | synthesis | layout
clkdlybuf4s50 | 0 | 34
nor2 | 22 | 22
buf | 13 | 18
nand2 | 17 | 17
a21oi | 11 | 11
o21ai | 10 | 10
nand3 | 7 | 7
nor3 | 7 | 7
conb | 1 | 6
inv | 5 | 5
o32ai | 5 | 5
nor2b | 3 | 3
nor4 | 3 | 3
xor2 | 2 | 2
xnor2 | 2 | 2
o21a | 2 | 2
a31oi | 2 | 2
a211oi | 2 | 2
-- where the power goes --
| group | internal [mW] | switching, mW |
|---|---|---|
| combinational | 0.0525 | 0.0642 |
| sequential | 0 | 0 |
| clock | 0 | 0 |
| total | 0.0525 | 0.0642 |
-- layout make-up --
cell class | count | area share, %
multi-input combinational | 120 | 56.93
timing repair buffer | 52 | 37.00
tap | 46 | 4.364
inverter | 6 | 1.708
-- worst min-delay path: cells and delay by family --
| family | cells | cell delay [ns] |
|---|---|---|
| buffers and inverters | 4 | 1.05 |
| AOI/OAI and AO/OA | 1 | 0.08 |
-- kinds of logic (layout without fill, tap and decap cells) --
| group | count (synthesis) | in the layout | synth area share (%) |
|---|---|---|---|
| and+or+nand+nor | 64 | 64 | 36.43 |
| AOI/OAI and AO/OA | 45 | 45 | 38.49 |
| buffers and inverters | 26 | 58 | 17.26 |
| xor gates and xnor gates | 4 | 4 | 5.900 |
| adders and majority gates | 1 | 1 | 1.475 |
| other | 1 | 6 | 0.4421 |
-- stage by stage --
| stage | utilization (%) | setup TNS [ns] | power (mW) |
|---|---|---|---|
| final | 38.61 | 0 | 0.1167 |
| after global routing | 38.61 | -0.06694 | 0.1290 |
| after floorplan | - | 0 | 0.06789 |
| after detailed placement | 37.73 | 0 | 0.1129 |
| after global placement | 37.73 | 0 | 0.1135 |
| after CTS | 37.73 | 0 | 0.1135 |
-- worst paths after layout --
kind	slack (ns)	startpoint	to
min	2.85	end_c[1]	instruction_out[24]
max	0.17	end_c[1]	instruction_out[12]
-- what timing repair did --
action / 4_1_cts / 5_1_grt
setup endpoints to repair: 0 / 13
endpoints found under the hold margin: 0 / 0
gates resized: 0 / 6
buffers inserted: 0 / 0
-- per-layer routing --
layer  track usage (%)  routed length [microns]  vias to the layer above
met5                 0                        0                        -
met4                 0                        0                        0
met3             2.045                      266                        0
met2             14.45                     1341                       41
met1             13.49                     1419                      503
li1                  -                        -                      577
No activity file was given, so power comes from the tool's default toggle rates.
