<file path="/design/flow/run.sh">
#!/bin/bash
# OpenROAD 26Q1-2900-gdf79404cd8, Yosys 0.63+post, stock flow scripts
make -C /OpenROAD-flow-scripts/flow DESIGN_CONFIG=/design/flow/config.mk WORK_HOME=/design/flow/orfs finish
</file>
<file path="/design/flow/config.mk">
export PLATFORM = sky130hd
export DESIGN_NAME = memoria_externa
export DESIGN_NICKNAME = memoria_externa
export VERILOG_FILES = /design/flow/design.v
export SDC_FILE = /design/flow/constraint.sdc
export NUM_CORES = 4
export LEC_CHECK = 1
export CORE_AREA = 10 10 93 93
export DIE_AREA = 0 0 103 103
</file>
<file path="/design/flow/constraint.sdc">
current_design memoria_externa

set clk_period 6.9
set clk_io_pct 0.2

create_clock -name clk0 -period $clk_period [get_ports {clock_in}]

set non_clock_inputs [all_inputs -no_clocks]
set_input_delay [expr $clk_period * $clk_io_pct] -clock clk0 $non_clock_inputs
set_output_delay [expr $clk_period * $clk_io_pct] -clock clk0 [all_outputs]
</file>
<file path="/design/flow/design.v">
module memoria_externa
#( 
  parameter data_size = 32,
  parameter memory_size = 11
)
(
	end_l,
	end_c,
	clock_in,
	instruction_out
);
input wire clock_in;
integer flag=0;
input wire [memory_size-1:0] end_l;
input wire [memory_size-1:0] end_c;
output [data_size-1:0] instruction_out;
reg [data_size-1:0] memoria_instrucoes [10:0][10:0];
always @(posedge clock_in)
begin
	if (flag == 0) begin
		memoria_instrucoes[8][0] <= 32'b11111000000000000000000000000000;  
		memoria_instrucoes[8][1] <= 32'b11111101000000000000000000000010;   
		memoria_instrucoes[8][2] <= 32'b01100110000000000000000000000000;  
		memoria_instrucoes[8][3] <= 32'b01100100010000000000000000000000;  
		memoria_instrucoes[8][4] <= 32'b01010100111100010000000000000000;   
		memoria_instrucoes[8][5] <= 32'b10010100110000000000000000101000;  
		memoria_instrucoes[8][6] <= 32'b00001100101100100000000000000001;  
		memoria_instrucoes[8][7] <= 32'b10001100100000000000000000000010;   
	end
end
assign instruction_out = memoria_instrucoes[end_l][end_c];
endmodule
</file>
==> run summary <==
Figures from the flow reports.

Synth:
- In the synthesis report, Yosys lists the chip area as approximately 1200 um2.
- Synthesis produced a netlist whose cell count is roughly 140.
- The run gives the post-synthesis instance area as 1190 um2.
- For reference, the post-synthesis area per instance comes to 8.33 um2.
- The run puts the synthesis warning total at ~3600.
- The run puts the share of synthesized area occupied by flip-flops and latches at 0%.
- The run gives the cell count listed in synth_stat.txt as between 100 and 150.
- Yosys mapped the design onto just over 40 distinct sky130hd cell types.

Floorplan:
- The initialized floorplan defines 30 standard-cell rows.
- The die is 103 um wide.
- The run gives the die area as around 11000 um2.
- The run gives the core outline area as roughly 6800 um2.
- The run puts the number of top-level design ports at roughly 55.
- The run puts the core utilization before placement at 17.6%.
- From bottom edge to top edge, the die measures 103 um.

Drt:
- The run gives the final antenna-violating net count as 0.
- In the routed layout, each cell is associated on average with a via count of 3.89.
- The run puts the number of detailed-routing iterations run before antenna repair at 4.
- The run puts the post-detailed-route DRC marker count at 0.
- The run gives the number of inserted diodes as 0.
- Across all layers, the routed design uses between 1000 and 1500 vias.
- The run gives the average wire per cell in the routed design as roughly 11 um.
- The run gives the DRC violation total after the first TritonRoute iteration as 33.
- Per the detailed-route log, wirelength across all metal layers totals about 3100 um.

Critical path:
- Per STA, the library cell used most along the worst path is buf_4.
- The worst setup path is of the input pin to primary output kind.
- The run gives the top cell family by delay on the critical path as adder cells.
- The run gives the type of element launching the critical path as an input pin.
- The run gives the highest cell delay on the worst timing path as around 0.53 ns.
- According to the timing report, the arrival time at the worst endpoint equals approximately 5.4 ns.
- Among all stages on the critical path, the largest delay is contributed by fa_1.
- The run puts the largest fanout on the critical path at 6.
- The run gives the capturing element type of the critical path as a primary output.
- The cell sequence reported for the critical path is buf_4 > buf_6 > a21oi_4 > nor2b_2 > nand2b_4 > ha_1 > inv_1 > fa_1 > inv_1 > fa_1 > ha_4 > ha_4 > buf_6 > and4b_1 > o311a_1 > buf_4 > buf_4 > nand2b_1 > clkdlybuf4s50_1.
- The run gives the number of buffer and inverter stages on the critical path as 8.
- According to the timing report, the data required time at the worst endpoint equals 5.52 ns.

Pwr:
- In this run switching power makes up 41.0% of total power.
- The run puts the power after layout at 0.000912 W.
- Combinational logic burns ~100% of the power.
- The run gives the part of the power in the clock network as 0%.
- The worst VDD IR drop from the latest analysis is approximately 0.16 mV.
- The run puts the switching power of the nets at between 0.0003 and 0.0004 W.
- In the power breakdown, the internal column shows 0.000538 W.
- Power spread over the standard cell area amounts to between 400 and 500 nW/um2.
- Looking at the power breakdown, sequential logic takes 0% of the total.
- The run puts the leakage dissipation at 1.06 nW.

STA:
- The run gives the final setup violation count as 0.
- The worst path in the final design needs a cycle of roughly 6.7 ns, including I/O delays and setup.
- The run puts the maximum operating frequency at 148 MHz.
- Pins over their slew limit in the final report were tallied at 0.
- The run puts the final-layout setup total negative slack at 0 ns.
- The run puts the number of endpoints with negative hold slack in the final report at 0.
- Of the available clock period, the critical path in the final layout requires a little over nine tenths.
- The worst path meets setup with ~0.16 ns of slack.

Final layout:
- In the layout the commonest cells are buf_4, inv_1, conb_1.
- The run gives the number of sequential cells in the layout as 0.
- The run puts the growth of design area from synthesis to finish at 70.4%.
- The run puts the final standard cell utilization of the core at 30.0%.
- The finished layout holds approximately 280 standard cells, fillers aside.
- The run puts the number of clock-tree buffers in the layout at 0.
- The run gives the ratio of cells with drive above 1 in the final layout as between 30% and 40%.
- Counting only logic cells after layout, the most numerous master is buf_4.
- The run gives the sequential cell area as 0 um2.

Placed design:
- The run puts the half-perimeter wire length of the detailed placement result at between 2000 and 2500 um.
- Including well taps, the total number of placed cells is around 270.
- Before CTS, the worst setup slack after placement is -0.810 ns.
- The run gives the count of buffers from port buffering as 32.
- The run puts the routability congestion estimate at 0.803.

Global route:
- The run gives the global-route wire length before repair as between 5000 and 6000 um.
- The run gives the number of global-route vias before repair as between 1000 and 1500.
- Entering global routing, the biggest net connects 9 pins.
- The run gives the global-route usage over all layers as ~5.6%.
- The run gives the number of antenna violations at the first check in global routing as 0.
- Summed over all layers, the global routing overflow is 0.

Clock tree:
- Hold repair after CTS inserted 0 buffers.

Run status:
- The run finished with clean final reports.

Hold path:
- The run gives the class of the tightest hold or removal check as input pin to primary output.

Flow run:
- The run gives the number of warning messages in the logs as 36.
- The run puts the number of max-cap violations at 0.
[power groups by stage]
stage / logic (W) / clock network, W / registers (W)
4_1_cts: 0.000849 / 0 / 0
5_1_grt: 0.000984 / 0 / 0
6_report: 0.000912 / 0 / 0
[cells in the mapped netlist, types with 2 or more instances]
| cell | count | area [um2] |
|---|---|---|
| or2_2 | 2 | 12.5 |
| nand3b_1 | 5 | 37.5 |
| fa_1 | 9 | 180 |
| o21ai_0 | 5 | 25.0 |
| a31oi_1 | 2 | 12.5 |
| nand3_1 | 4 | 20.0 |
| inv_1 | 20 | 75.1 |
| ha_1 | 17 | 213 |
| nor2_1 | 10 | 37.5 |
| nand2b_1 | 4 | 25.0 |
| nand2_1 | 3 | 11.3 |
| buf_4 | 17 | 128 |
| a21oi_1 | 8 | 40.0 |
| xnor3_1 | 2 | 45.0 |
| nor4b_1 | 2 | 17.5 |
| xnor2_2 | 2 | 32.5 |
| xnor2_1 | 7 | 61.3 |
[per-layer routing]
| layer | part of all wire, % | GRT usage (%) | vias up |
|---|---|---|---|
| met4 | 0.39 | 0.214 | 0 |
| met2 | 53 | 10.1 | 16 |
| li1 | - | - | 570 |
| met3 | 2.8 | 0.677 | 2 |
| met5 | 0 | 0 | - |
| met1 | 44 | 7.30 | 516 |
[path summary, 6_finish.rpt]
kind,cells past startpoint,end,slack (ns),from
hold / removal,7,instruction_out[29],3.73,end_l[2]
setup / recovery,19,instruction_out[26],0.16,end_l[0]
[what timing repair did]
item	4_1_cts	5_1_grt
pin swaps	16	18
setup buffers	7	5
gates resized	45	25
gates cloned	1	0
endpoints found under the setup margin	18	15
[tightest hold or removal path: cells and delay by family]
| family | cells | cell delay [ns] |
|---|---|---|
| buffers and inverters | 3 | 0.39 |
| AND-OR/OR-AND | 1 | 0.16 |
| XOR/XNOR | 1 | 0.15 |
| AND/OR/NAND/NOR | 2 | 0.26 |
[logic make-up (layout without fill, tap and decap cells)]
| family | after synthesis | count (layout) | synth area share (%) |
|---|---|---|---|
| adders and majority gates | 26 | 26 | 33.0 |
| and+or+nand+nor | 41 | 41 | 22.6 |
| AOI/OAI and AO/OA | 20 | 20 | 10.4 |
| other | 1 | 14 | 0.315 |
| xor gates and xnor gates | 13 | 13 | 13.8 |
| muxes | 1 | 1 | 0.945 |
| buffers and inverters | 41 | 89 | 19.0 |
[metrics by stage]
| step | cell area, um2 | hold slack [ns] |
|---|---|---|
| after floorplan | 1240 | 3.00 |
| after global placement | 1700 | 4.07 |
| after detailed placement | 1700 | 4.08 |
| after CTS | 1920 | 3.75 |
| after global routing | 2030 | 3.82 |
| final | 2030 | 3.73 |
[cell type report]
| type | instances | area [um2] |
|---|---|---|
| Timing Repair Buffer | 69 | 649 |
| Multi-Input combinational cell | 115 | 1200 |
| Fill cell | 681 | 4730 |
| Inverter | 20 | 75.1 |
| Tap cell | 80 | 100 |
Power and IR drop assume default switching activity.
