--- design/flow/config.mk ---
export PLATFORM = sky130hd
export DESIGN_NAME = cpu
export DESIGN_NICKNAME = cpu
export VERILOG_FILES = /design/flow/design.v
export SDC_FILE = /design/flow/constraint.sdc
export NUM_CORES = 4
export LEC_CHECK = 1
export CORE_UTILIZATION = 30
--- design/flow/constraint.sdc ---
current_design cpu

set clk_period 9.2
set clk_io_pct 0.2

create_clock -name clk0 -period $clk_period [get_ports {clock}]

set non_clock_inputs [all_inputs -no_clocks]
set_input_delay [expr $clk_period * $clk_io_pct] -clock clk0 $non_clock_inputs
set_output_delay [expr $clk_period * $clk_io_pct] -clock clk0 [all_outputs]
--- design/flow/design.v ---
module ajusta_bits
(
	switches,
	ajusta_out
);
input [6:0] switches;
output reg [31:0] ajusta_out;
always@ (*) begin	
	ajusta_out = {{28{1'b0}}, switches[3:0]}; 
	end
endmodule
module banco_registradores
(
	add_regD,
	add_regR1,
	add_regR2,
	clock,
	UC_in,
	result,
	regD,
	regR1,
	regR2
);
input [4:0] add_regD;
input [4:0] add_regR1;
input [4:0] add_regR2;
input [31:0] result;
input clock;
input [1:0] UC_in;
output [31:0] regD;
output [31:0] regR1;
output reg [31:0] regR2;
reg[31:0] registradores [31:0];
reg [31:0] regR2_m;
always @(posedge clock)
begin
	if (UC_in == 2'b01)
	begin
		registradores[add_regD] = result;
	end
	regR2 = registradores[add_regR2];
end
assign regD = registradores[add_regD];
assign regR1 = registradores[add_regR1];
endmodule
module controladora
(
	opcode,
	reg_branch,
	UC_registradores,
	UC_mult01,
	UC_mult02,
	UC_mult03,
	UC_counter,
	UC_dados,
	UC_disp_out,
	UC_ula,
	clock
);
localparam
	_add = 5'b00001,
	_addi = 5'b00010,
	_sub = 5'b00011,
	_subi = 5'b00100,
	_in = 5'b00111,
	_out = 5'b01000,
	_load = 5'b00101,
	_store = 5'b00110,
	_jump = 5'b01001,
	_jumpi = 5'b01010,
	_stop = 5'b11111,
	_branch = 5'b01011,
	_loadi = 5'b01101,
	_more = 5'b01110,
	_less = 5'b01111,
	_equal = 5'b10000,
	_branchi = 5'b01100;
input [4:0] opcode;
input [31:0] reg_branch;
output reg[1:0] UC_mult01;
output reg[1:0] UC_mult02;
output reg[1:0] UC_mult03;
output reg[1:0] UC_counter;
output reg[1:0] UC_dados;
output reg [1:0] UC_registradores;
output reg UC_disp_out;
output reg [2:0]UC_ula;
output reg clock;
always@ (opcode) begin
	case (opcode)
			_add: begin
				UC_registradores = 2'b01;
				UC_mult01 = 2'b01;
				UC_mult02 = 2'b00;
				UC_mult03 = 2'bxx;
				UC_counter = 2'b00;
				UC_dados = 2'b00;
				UC_disp_out = 0;
				clock = 1;
				UC_ula = 3'b000;
			end	
			_addi: begin
				UC_registradores = 2'b01;
				UC_mult01 = 2'b01;
				UC_mult02 = 2'b01;
				UC_mult03 = 2'bxx;
				UC_counter = 2'b00;
				UC_dados = 2'b00;
				UC_disp_out = 0;
				clock = 1;
				UC_ula = 3'b000;
			end	
			_sub: begin
				UC_registradores = 2'b01;
				UC_mult01 = 2'b01;
				UC_mult02 = 2'b00;
				UC_mult03 = 2'bxx;
				UC_counter = 2'b00;
				UC_dados = 2'b00;
				UC_disp_out = 0;
				clock = 1;
				UC_ula = 3'b001;
			end	
			_subi: begin
				UC_registradores = 2'b01;
				UC_mult01 = 2'b01;
				UC_mult02 = 2'b01;
				UC_mult03 = 2'bxx;
				UC_counter = 2'b00;
				UC_dados = 2'b00;
				UC_disp_out = 0;
				clock = 1;
				UC_ula = 3'b001;
			end			
			_load: begin
				UC_registradores = 2'b01;
				UC_mult01 = 2'b10;
				UC_mult02 = 2'bxx;
				UC_mult03 = 2'bxx;
				UC_counter = 2'b00;
				UC_dados = 2'b00;
				UC_disp_out = 0;
				clock = 1;
				UC_ula = 3'bxxx;
			end
			_store: begin
				UC_registradores = 2'b00;
				UC_mult01 = 2'bxx;
				UC_mult02 = 2'bxx;
				UC_mult03 = 2'bxx;
				UC_counter = 2'b00;
				UC_dados = 2'b01;
				UC_disp_out = 0;
				clock = 1;
				UC_ula = 3'bxxx;
			end
			_in: begin
				UC_registradores = 2'b01;
				UC_mult01 = 2'b00;
				UC_mult02 = 2'b00;
				UC_mult03 = 2'bxx;
				UC_counter = 2'b00;
				UC_dados = 2'b00;
				UC_disp_out = 0;
				clock = 0;
				UC_ula = 3'bxxx;
			end
			_out: begin
				UC_registradores = 2'b00;
				UC_mult01 = 2'bxx;
				UC_mult02 = 2'b00;
				UC_mult03 = 2'bxx;
				UC_counter = 2'b00;
				UC_dados = 2'b00;
				UC_disp_out = 1;
				clock = 1;
				UC_ula = 3'bxxx;
			end
			_jumpi: begin
				UC_registradores = 2'b00;
				UC_mult01 = 2'bxx;
				UC_mult02 = 2'bxx;
				UC_mult03 = 2'b00;
				UC_counter = 2'b01;
				UC_dados = 2'b00;
				UC_disp_out = 0;
				clock = 1;
				UC_ula = 3'bxxx;
			end
			_jump: begin
				UC_registradores = 2'b00;
				UC_mult01 = 2'bxx;
				UC_mult02 = 2'bxx;
				UC_mult03 = 2'b01;
				UC_counter = 2'b01;
				UC_dados = 2'b00;
				UC_disp_out = 0;
				clock = 1;
				UC_ula = 3'bxxx;
			end
			_branchi: begin
				UC_registradores = 2'b00;
				UC_mult01 = 2'bxx;
				UC_mult02 = 2'bxx;
				UC_mult03 = 2'b00;
				if(reg_branch == 32'b00000000000000000000000000000001) UC_counter = 2'b01;
				else UC_counter = 2'b00;
				UC_dados = 2'b00;
				UC_disp_out = 0;
				clock = 1;
				UC_ula = 3'bxxx;
			end
			_branch: begin
				UC_registradores = 2'b00;
				UC_mult01 = 2'bxx;
				UC_mult02 = 2'bxx;
				UC_mult03 = 2'b10;
				if(reg_branch == 32'b00000000000000000000000000000001) UC_counter = 2'b01;
				else UC_counter = 2'b00;
				UC_dados = 2'b00;
				UC_disp_out = 0;
				clock = 1;
				UC_ula = 3'bxxx;
			end
			_stop: begin
				UC_registradores = 2'b00;
				UC_mult01 = 2'bxx;
				UC_mult02 = 2'bxx;
				UC_mult03 = 2'bxx;
				UC_counter = 2'b11;
				UC_dados = 2'b00;
				UC_disp_out = 0;
				clock = 1;
				UC_ula = 3'bxxx;
			end
			_loadi: begin
				UC_registradores = 2'b01;
				UC_mult01 = 2'b11;
				UC_mult02 = 2'bxx;
				UC_mult03 = 2'bxx;
				UC_counter = 2'b00;
				UC_dados = 2'b00;
				UC_disp_out = 0;
				clock = 1;
				UC_ula = 3'bxxx;
			end	
			_more: begin
				UC_registradores = 2'b01;
				UC_mult01 = 2'b01;
				UC_mult02 = 2'b00;
				UC_mult03 = 2'bxx;
				UC_counter = 2'b00;
				UC_dados = 2'b00;
				UC_disp_out = 0;
				clock = 1;
				UC_ula = 3'b010;
			end	
			_less: begin
				UC_registradores = 2'b01;
				UC_mult01 = 2'b01;
				UC_mult02 = 2'b00;
				UC_mult03 = 2'bxx;
				UC_counter = 2'b00;
				UC_dados = 2'b00;
				UC_disp_out = 0;
				clock = 1;
				UC_ula = 3'b011;
			end	
			_equal: begin
				UC_registradores = 2'b01;
				UC_mult01 = 2'b01;
				UC_mult02 = 2'b00;
				UC_mult03 = 2'bxx;
				UC_counter = 2'b00;
				UC_dados = 2'b00;
				UC_disp_out = 0;
				clock = 1;
				UC_ula = 3'b100;
			end	
			default: begin
				UC_registradores = 2'b00;
				UC_mult01 = 2'b00;
				UC_mult02 = 2'b00;
				UC_mult03 = 2'bxx;
				UC_counter = 2'b00;
				UC_dados = 2'b00;
				UC_disp_out = 0;
				clock = 1;
				UC_ula = 3'bxxx;
			end
	endcase
end
endmodule
module cpu
(
	clock,
	switches,
	display1,
	display2,
	display3,
	clock_input
);
input clock;
input [6:0] switches;
output [14:0] display1;
output [14:0] display2;
output [14:0] display3;
output clock_input;
wire [31:0] ajusta_out;
wire [31:0] mult_01;
wire [31:0] mult_02;
wire [31:0] instruction;
wire [31:0] regD;
wire [31:0] regR1;
wire [31:0] regR2;
wire [31:0] ula_out;
wire [31:0] dados_memoria;
wire [9:0] pc_count;
wire [9:0] mult_03;
wire [2:0] uc_ula;
wire [1:0] UC_mult01;
wire [1:0] UC_mult02;
wire [1:0] UC_mult03;
wire [1:0] UC_counter;
wire [1:0] UC_dados;
wire [1:0] UC_registradores;
wire UC_disp_out;
pc_counter pc_counter
(	
	clock, 
	UC_counter,
	mult_03,
	pc_count
);
ajusta_bits ajusta_bits
(
	switches[6:0],
	ajusta_out
);
memoria_instrucoes memoria_instrucoes
(	
	clock,
	pc_count,
	instruction
);
controladora controladora
(
	instruction[31:27],
	regD,
	UC_registradores,
	UC_mult01,
	UC_mult02,
	UC_mult03,
	UC_counter,
	UC_dados,
	UC_disp_out,
	uc_ula,
	clock_input
);
banco_registradores banco_registradores
(
	instruction[26:22],
	instruction[21:17],
	instruction[16:12],
	clock,
	UC_registradores,
	mult_01,
	regD,
	regR1,
	regR2
);
ula ula
(
	uc_ula,
	regR1,
	mult_02,
	ula_out
);
modulo_saida modulo_saida
(
	clock,
	regD,
	UC_disp_out,
	instruction[21:20],
	display1,
	display2,
	display3
); 
memoria_dados memoria_dados
(
	clock,
	regD,
	regR1,
	UC_dados,
	dados_memoria
);
multiplexador_04 MUX_01
(
	UC_mult01,
	ajusta_out,
	ula_out,
	dados_memoria,
	instruction[9:0],
	mult_01
);
multiplexador_04 MUX_02
(
	UC_mult02,
	regR2,
	instruction[15:0],
	instruction[15:0],
	instruction[15:0],
	mult_02
);
multiplexador_04 MUX_03
(
	UC_mult03,
	instruction[9:0],
	regD,
	regR1,
	regR1,
	mult_03
);
endmodule
module memoria_dados
(
	clock,
	data_in,
	endereco,
	flag,
	data_out
);
input clock;
input [1:0]flag;
input [31:0] data_in;
input [31:0] endereco;
output [31:0] data_out;
reg [31:0] memoria_dados[100:0];
always @(posedge clock)
begin
		if(flag == 2'b01) begin
			memoria_dados[endereco] = data_in;
		end
end
assign data_out = memoria_dados[endereco]; 
endmodule
module memoria_instrucoes
(
	clock,
	pc_counter,
	instruction
);
input clock;
input [9:0] pc_counter;
output [31:0] instruction;
reg [31:0] memoria_instrucoes [100:0];
always @(negedge clock)
begin
	memoria_instrucoes[0] <= 32'b00000000000000000000000000000000;  
	memoria_instrucoes[1] <= 32'b00111000000000000000000000000000;   
	memoria_instrucoes[2] <= 32'b01000000000000000000000000000000;   
	memoria_instrucoes[3] <= 32'b00111000010000000000000000000000;   
	memoria_instrucoes[4] <= 32'b01000000010100000000000000000000;   
	memoria_instrucoes[5] <= 32'b10000000100000100000000000000000;   
	memoria_instrucoes[6] <= 32'b01100000100000000000000000000000;   
	memoria_instrucoes[7] <= 32'b01000000011000000000000000000000;   
	memoria_instrucoes[8] <= 32'b00111000000000000000000000000000;   
	memoria_instrucoes[9] <= 32'b01000000000000000000000000000000;   
	memoria_instrucoes[10] <= 32'b01001000000000000000000000000000;   
	memoria_instrucoes[11] <= 32'b11111000000000000000000000000000;   
end
assign instruction = memoria_instrucoes[pc_counter];
endmodule
module modulo_saida
(
	clock,
	data_in,
	flag,
	disp_out,
	display1,
	display2,
	display3
);
input clock;
input [31:0] data_in;
input flag;
input [1:0] disp_out;
output reg[14:0]display1;
output reg[14:0]display2;
output reg[14:0]display3;
always @ (posedge clock) begin	
	if (flag==1) begin
		case (disp_out)
			2'b00: display2=data_in;
			2'b01: display1=data_in;
			2'b10: display3=data_in;
		endcase
	end
end
endmodule
module multiplexador_04
(
	UC_mult04,
	data_in1,
	data_in2,
	data_in3,
	data_in4,
	mult_out
);
input [1:0] UC_mult04;
input [31:0] data_in1;
input [31:0] data_in2;
input [31:0] data_in3;
input [31:0] data_in4;
output reg [31:0] mult_out;
always@(*)
	case (UC_mult04)
		2'b00: mult_out = data_in1;
		2'b01: mult_out = data_in2;
		2'b10: mult_out = data_in3;
		2'b11: mult_out = data_in4;
		default: mult_out = 32'b1;
	endcase
endmodule
module pc_counter
(
	clock,
	flag,
	new_add_inst,
	add_inst
);
input clock;
input [1:0] flag;
input [9:0] new_add_inst;
reg [9:0] counter;
output [9:0] add_inst;
initial
	begin
		counter = 10'b0000000000;
	end
always @(posedge clock)
begin
	if(flag == 2'b00) begin
		counter = counter + 10'b0000000001;
	end
	else if(flag == 2'b01) begin
		counter = new_add_inst;
	end
	else if(flag == 2'b11) begin
		counter = counter;
	end
end
assign add_inst = counter;
endmodule
module ula
(
	selection_in,
	data1,
	data2,
	data_out	
);
localparam    
	_add = 3'b000,
	_sub = 3'b001,
	_more = 3'b010,
	_less = 3'b011,
	_equal = 3'b100;
input [31:0] data1;   
input [31:0] data2;
input [2:0] selection_in;
output reg [31:0]data_out;   
always @(data1 or data2 or selection_in)
begin
		case( selection_in )
			_add: 
				data_out = data1 + data2;
			_sub: 
				data_out = data1 - data2;
			_more: begin
				if(data1 > data2) data_out = 32'b00000000000000000000000000000001;
				else data_out = 32'b00000000000000000000000000000000;
			end
			_less: begin
				if(data1 < data2) data_out = 32'b00000000000000000000000000000001;
				else data_out = 32'b00000000000000000000000000000000;
			end
			_equal: begin
				if(data1 == data2) data_out = 32'b00000000000000000000000000000001;
				else data_out = 32'b00000000000000000000000000000000;
			end
			default:
				data_out = 32'b00000000000000000000000000000000;
		endcase
end
endmodule
--- design/flow/run.sh ---
#!/bin/bash
# OpenROAD 26Q1-2900-gdf79404cd8, Yosys 0.63+post, stock flow scripts
make -C /OpenROAD-flow-scripts/flow DESIGN_CONFIG=/design/flow/config.mk WORK_HOME=/design/flow/orfs finish
==> Slide: Implementation Results <==
Key Metrics from the Run

Clocking
  – Cts hold-fix bufs: 0
  – CTS resizes: 0
  – Setup Fix Bufs, Post-CTS: 0
  – TritonCTS Sinks: 212
  – Cts bufs inserted: 23
  – CTS tree: done
  – Clock slew at reported path FFs: around 0.060 ns
  – # H-tree levels: 1
  – Clock Path Buffers: 3
  – Worst skew pair latency: about 0.50 ns
  – CTS Root Cell: clkbuf_16

Synth
  – Synth flops: 212
  – Post-synthesis cell count: approximately 670
  – Top cells, area: edfxtp_1 68%, mux2i_1 6.4%, ha_1 5.0%
  – Unique masters post-synth: approximately 45
  – FFs w/ async S/R, synth: 0
  – Synth Warn #: 2865
  – Mapped cell area: around 9300 um2
  – Seq share, synth: 0.682
  – Post-synth EDFFs: 212
  – Syn avg cell area: about 14 um2
  – Top cell type's share of synthesized area: 0.682
  – Ys cells: 667
  – Yosys stat area: roughly 9300 um2
  – Ys flop type: edfxtp_1
  – Post-synth top area cell: edfxtp_1

Power and ir drop
  – Switching Fraction: 0.268
  – Gate power share: 0.166
  – VDD IR-drop max: approximately 0.15 mV
  – LEAKAGE: around 0.0045 uW
  – Sequential share of power: 0.506
  – P_int: between 1500 and 2000 uW
  – Sw power: ~650 uW
  – Clock Power Share: 0.328
  – P per Cell Area: 209 nW/um2

Critical path
  – Worst EP arrival: around 2.7 ns
  – Req. time, crit path: approximately 7.4 ns
  – Setup crit start kind: flip-flop
  – Crit Path Max Fanout: 9
  – Critical path class: flip-flop to output port
  – Worst Setup End Kind: output port

Run
  – Tool warning count: 35
  – Max-cap viol count: 0

Floorplanning
  – FP Rows: approximately 64
  – I/O pin count: about 54
  – Area of the core: 30600 um2
  – Die x size: between 150 and 200 um
  – Overall die height: 178 um
  – Die Area: around 32000 um2
  – Init Core Util: 0.305

Global routing
  – First-pass GRT wire length: 27000 um
  – Antenna violations before repair: 0
  – Grt total ovfl: 0
  – Number of global-route vias before repair: about 5300
  – Gr usage total: 0.117
  – Largest net degree at the start of global routing: approximately 66

Timing
  – Final Hold Viols: 0
  – Slew Limit Headroom: 0.474
  – TNS Setup: 0 ns
  – Pins Over Slew Limit: 0
  – Period utilization: 0.496
  – Worst-Margin Slew: 0.782 ns
  – Fin crit period: about 4.6 ns
  – RSZ-0062 raised after global routing: false
  – PnR worst setup slack: ~4.6 ns
  – F_max: between 200 and 250 MHz
  – Clk_skew: approximately 0.008 ns
  – Endpoints failing setup: 0

Route
  – DRC: 0
  – Detailed Route WL: 16800 um
  – Highest routed layer: met4
  – Pre-Repair DR Iteration Count: 4
  – DR WL/cell: roughly 13 um
  – Met3 wire len: about 1500 um
  – Final ANT Viol Nets: 0
  – Via/cell ratio: 4.09
  – Wire length on met1: ~7600 um
  – Starting DRT DRC Count: around 370
  – DR vias: 5461
  – ANT cells: 0
  – Met2 wire len: approximately 7200 um

Run status
  – Status: finished, final reports clean

Layout
  – Fill count: 2916
  – Layout area overhead: 25.4%
  – Share of cells above drive strength 1: 0.0608

Hold path
  – Hold Crit Class: flip-flop to flip-flop

Place
  – HPWL Detailed: 11300 um
  – DP Worst Slack: 5.11 ns
  – Buffers on Ports: around 50
  – Final Wtd Congestion: 0.867
## path summary, 6_finish.rpt
kind | from | end | slack (ns) | cells past startpoint
min reg2reg | pc_counter.counter[6] | pc_counter.counter[6] | 0.62 | 2
max | pc_counter.counter[0] | clock_input | 4.63 | 6
min | pc_counter.counter[6] | pc_counter.counter[6] | 0.62 | 2
max reg2reg | pc_counter.counter[4] | banco_registradores.registradores[1][0] | 5.11 | 11
## state kept, by name, summed over array words and instances, names as in the netlist
signal / count
banco_registradores.registradores: 128
pc_counter.counter: 7
modulo_saida.display1: 15
modulo_saida.display3: 15
banco_registradores.regR2: 32
modulo_saida.display2: 15
## through the flow
step | hold WS, ns | power [uW] | std cells | instance area (um2) | utilization
floorplan | 0.575 | 1540 | 870 | 10100 | -
global placement | 0.599 | 1660 | 1295 | 11000 | 0.361
detailed placement | 0.607 | 1660 | 1295 | 11000 | 0.361
CTS | 0.627 | 2480 | 1334 | 11700 | 0.382
global route | 0.671 | 2570 | 1334 | 11700 | 0.382
finish | 0.623 | 2440 | 1334 | 11700 | 0.382
## kinds of logic after synthesis
group                    synth area share
flip-flops                          0.682
XOR/XNOR                          0.00470
adder cells (fa/ha/maj)            0.0518
buffers and inverters              0.0342
other                            0.000402
AND-OR/OR-AND                      0.0585
AND/OR/NAND/NOR                    0.0987
multiplexers                       0.0692
## cell usage after synthesis (4+ instances only)
cell / number
edfxtp_1: 212
nand2_1: 66
mux2i_1: 60
o21ai_0: 45
inv_1: 42
ha_1: 37
nor2_1: 28
clkbuf_1: 18
nor3_1: 17
nor4_1: 15
a211oi_1: 14
a21oi_1: 14
nand3_1: 11
a31oi_1: 10
nand4_1: 9
nor2b_1: 8
buf_1: 6
and2_1: 4
mux2_2: 4
nor4b_1: 4
## power by group through the flow
stage | Clock (uW) | Combinational (uW) | Sequential, uW
after CTS | 831 | 412 | 1240
after global routing | 862 | 466 | 1240
final | 800 | 406 | 1230
## metal layers
layer  track usage  vias up
li1              -     2807
met3        0.0432       31
met1         0.174     2473
met4        0.0282        0
met5             0        -
met2         0.171      150
## placed cells by master (no fill, tap or decap), drive strengths merged, types with 18 or more instances in the layout
master           n
o21ai           45
nor2            28
ha              37
edfxtp         212
clkbuf          27
nor3            18
mux2i           60
nand2           66
inv             42
conb           204
clkdlybuf4s50   50
## critical path, cell delays in order (launching register included)
cell and delay, ns:
edfxtp_1 0.44, ha_1 0.35, nor2_1 0.21, nor3b_1 0.07, o21ai_0 0.37, nand2b_1 0.29
clkdlybuf4s50_1 0.50
## cell type report
class | count | area [um2] | share of cell area
flip-flops and latches | 212 | 6370 | 0.544
clock buffers | 27 | 591 | 0.0505
multi-input cells | 584 | 3450 | 0.295
repair buffers | 61 | 583 | 0.0498
clock inverters | 12 | 57.6 | 0.00492
inverters | 42 | 158 | 0.0135
well taps | 396 | 495 | 0.0424
Power figures rest on the tool's default switching activity, not on a simulated workload.
